<file path="design/flow/run.sh">
#!/bin/bash
# OpenROAD 26Q1-2900-gdf79404cd8, Yosys 0.63+post, stock flow scripts
make -C /OpenROAD-flow-scripts/flow DESIGN_CONFIG=/design/flow/config.mk WORK_HOME=/design/flow/orfs finish
</file>
<file path="design/flow/design.v">
module UART(clk,rst_n,RX,TX,rx_rdy,clr_rx_rdy,rx_data,trmt,tx_data,tx_done,baud_rate);
input clk,rst_n;		 
input RX,trmt;		 
input clr_rx_rdy;		 
input [7:0] tx_data;		 
input [15:0] baud_rate;		 
output TX,rx_rdy,tx_done;	 
output [7:0] rx_data;		 
UART_tx iTX(.clk(clk), .rst_n(rst_n), .TX(TX), .trmt(trmt),
        .tx_data(tx_data), .tx_done(tx_done), .baud_rate(baud_rate));
UART_rx iRX(.clk(clk), .rst_n(rst_n), .RX(RX), .rdy(rx_rdy),
            .clr_rdy(clr_rx_rdy), .rx_data(rx_data), .baud_rate(baud_rate));
endmodule
module UART_rx(clk, rst_n, RX, clr_rdy, rx_data, rdy, baud_rate);
input clk, rst_n, RX, clr_rdy;
input [15:0] baud_rate;
output reg rdy;
output [7:0]rx_data;
logic start, shift, set_rdy, receiving, enable;
reg double_flop1, double_flop2, edge_detect;
reg [3:0]bit_cnt;
reg [15:0]baud_cnt;
logic [8:0]rx_shift_reg;
typedef enum reg{INIT, RECEIVING}state_t;
state_t state, nxt_state;
always_ff@(posedge clk, negedge rst_n)begin
  if(!rst_n)begin  
  double_flop1 <= '1;
  double_flop2 <= '1;
  edge_detect  <= '1;
  end
  else begin
  double_flop1 <= RX;
  double_flop2 <= double_flop1;
  edge_detect <= double_flop2;
  end
end
assign enable = (edge_detect & ~double_flop2);  
always_ff@(posedge clk)begin
  if(start)
    bit_cnt <= '0;
  else if(shift)
    bit_cnt <= bit_cnt + 1;
end
always_ff@(posedge clk)begin
  if(start|shift)
    baud_cnt <= (start) ? baud_rate / 2 : baud_rate;
  else if(receiving)
    baud_cnt <= baud_cnt - 1;
end
assign shift = (baud_cnt == 12'h0) ? 1'b1 : 1'b0;
always_ff@(posedge clk)begin
  if(shift)
    rx_shift_reg <= {double_flop2, rx_shift_reg[8:1]};
end
assign rx_data = rx_shift_reg[7:0];
always_ff@(posedge clk, negedge rst_n)begin
  if(!rst_n)
    rdy <= 1'b0;
  else if(clr_rdy | start)
    rdy <= 1'b0;
  else if(set_rdy)
    rdy <= 1'b1;
end
always_ff@(posedge clk, negedge rst_n)begin
  if(!rst_n)
    state <= INIT;
  else
    state <= nxt_state;
end
always_comb begin
  nxt_state = state;
  receiving = 0;
  set_rdy = 0;
  start = 0;
  case(state)
    RECEIVING: if(bit_cnt != 4'hA)
	receiving = 1;
    else begin
	set_rdy = 1;
	nxt_state = INIT;
    end
    default: if(enable)begin
	start = 1;
	nxt_state = RECEIVING;
    end
  endcase
end
endmodule
module UART_tx(clk, rst_n, TX, trmt, tx_data, tx_done, baud_rate);
input clk, rst_n, trmt;
input [7:0]tx_data;
input [15:0] baud_rate;
output TX;
output reg tx_done;
logic init, shift, transmitting, set_done;
reg [3:0]bit_cnt;
reg [15:0]baud_cnt;
reg [8:0]tx_shift_reg;
typedef enum reg{INIT, TRANSMITTING}state_t;
state_t state, nxt_state;
always_ff@(posedge clk)begin
  if(init)
    bit_cnt <= '0;
  else if(shift)
    bit_cnt <= bit_cnt + 1;
end
always_ff@(posedge clk)begin
  if(init|shift)
    baud_cnt <= '0;
  else if(transmitting)
    baud_cnt <= baud_cnt + 1;
end
assign shift = (baud_cnt == baud_rate) ? 1'b1 : 1'b0;
always_ff@(posedge clk, negedge rst_n)begin
  if(!rst_n)
    tx_shift_reg <= '1;
  else if(init)
    tx_shift_reg <= {1'b1, tx_data, 1'b0};
  else if(shift)
    tx_shift_reg <= {1'b1, tx_shift_reg[8:1]};
end
assign TX = tx_shift_reg[0];
always_ff@(posedge clk, negedge rst_n)begin
  if(!rst_n)
    tx_done <= 1'b0;
  else if(init|transmitting)
    tx_done <= 1'b0;
  else if(set_done)
    tx_done <= 1'b1;
end
always_ff@(posedge clk, negedge rst_n)begin
  if(!rst_n)
    state <= INIT;
  else
    state <= nxt_state;
end
always_comb begin
  nxt_state = state;
  init = 0;
  transmitting = 0;
  set_done = 0;
  case(state)
    TRANSMITTING: if(bit_cnt != 4'h9)
	transmitting = 1;
    else begin
	set_done = 1;
	nxt_state = INIT;
    end
    default: if(trmt)begin
	init = 1;
	nxt_state = TRANSMITTING;
    end
  endcase
end
endmodule
</file>
<file path="design/flow/config.mk">
export PLATFORM = sky130hd
export DESIGN_NAME = UART
export DESIGN_NICKNAME = UART
export VERILOG_FILES = /design/flow/design.v
export SDC_FILE = /design/flow/constraint.sdc
export NUM_CORES = 4
export LEC_CHECK = 1
export CORE_UTILIZATION = 40
</file>
<file path="design/flow/constraint.sdc">
current_design UART

set clk_period 6.0
set clk_io_pct 0.2

create_clock -name clk0 -period $clk_period [get_ports {clk}]

set non_clock_inputs [all_inputs -no_clocks]
set_input_delay [expr $clk_period * $clk_io_pct] -clock clk0 $non_clock_inputs
set_output_delay [expr $clk_period * $clk_io_pct] -clock clk0 [all_outputs]
</file>
==> impl_metrics.json <==
{
  "largest_area_cell": "sky130_fd_sc_hd__edfxtp_1",
  "cts_buffer_depth": 2,
  "fin_crit_ns": 2.95,
  "rsz0062_at_grt": "false",
  "reg.largest.list": "iRX.baud_cnt (16), iTX.baud_cnt (16)",
  "run_status": "completed",
  "post_synth_main_area_contributors": "sky130_fd_sc_hd__edfxtp_1 22%, sky130_fd_sc_hd__dfxtp_1 14%, sky130_fd_sc_hd__dfstp_2 9.4%",
  "fillers": 717,
  "pin_count": 40,
  "worst_max_slew_pin_slew_ns": 0.826,
  "core_util_floorplan_pct": 41.1,
  "antenna_found_initial": 0,
  "power_density_nw_per_um2": 366,
  "num_antenna_cells": 0,
  "post_synth_num_cell_types": 46,
  "hold_path.startpoint": "iRX.double_flop1",
  "drt_iter0_markers": 107,
  "netlist.area_leader.share_pct": 22.3,
  "share_of_the_clock_period_used_by_the_worst_path_pct": 49.1,
  "worst-r2r-setup-slack_ns": 3.34,
  "synth-seq-cells": 65,
  "chip_area_um2": 8780,
  "route.antenna.remaining_nets": 0,
  "areaGrowthSynthToFinish_pct": 21.8,
  "route.detailed.vias_per_inst": 5.02,
  "dp_hpwl_um": 4580,
  "post_cts.repair.setup_buffers": 0,
  "netlist_area_before_placement_um2": 3360,
  "cell_count_in_the_yosys_report": 336,
  "synthArstFlopShare_pct": 24.6,
  "timing.rr.end": "iRX.baud_cnt[6]",
  "yosys.cell_count.top_type": "sky130_fd_sc_hd__nor2_1",
  "globalplace.congestion": 0.791,
  "wl_per_cell_um": 13.8,
  "power.share.sequential_pct": 45.5,
  "largest_net_degree_at_the_start_of_global_routing": 24,
  "fmax_ghz": 0.339,
  "global_route.overflow_total": 0,
  "crit_path_end": "iTX.baud_cnt[0]",
  "cts-htree-levels": 3,
  "hold_path.class": "reg -> reg",
  "drt-total-wl_um": 6660,
  "tritoncts": "done",
  "numCtsBuffers": 9,
  "clkLatencyLatePin_ns": 0.34,
  "cp_data_required_time_ns": 6.20,
  "flop_cell": "sky130_fd_sc_hd__edfxtp_1",
  "via_count": 2418,
  "timing_worst_setup_path_type": "in -> reg",
  "grt_pass1_wl_um": 11100,
  "crit_arrival_ns": 3.15,
  "syn-mean-instance-area_um2": 10.0,
  "clock_skew_ns": 0.00998,
  "report.final.setup_viol": 0,
  "power.net_switching_uw": 401,
  "postLayoutSetupSlackWorst_ns": 3.05,
  "clkSlewWorstSetupHoldPaths_ns": 0.07,
  "die_y_extent_um": 93.7,
  "die_width_um": 93.7,
  "r2r_cells": 6,
  "drt_first_pass_iters": 4,
  "pre_cts_slack_ns": 2.70,
  "edf_count": 25,
  "power_report.internal_total_uw": 1100,
  "power.share.switching_pct": 26.8,
  "timing.rr.start": "iRX.baud_cnt[0]",
  "cts_resizes": 0,
  "ir_drop_uv": 199,
  "globalRouteTotalUtil_pct": 16.7,
  "postCtsHoldBufs": 0,
  "synthCells": 336,
  "crit_fanout": 17,
  "setup_tns_ns": 0,
  "placeable_area_um2": 8180,
  "warnings": 28,
  "post_synth_most_frequent_cells": "39 x sky130_fd_sc_hd__nor2_1, 34 x sky130_fd_sc_hd__nand2_1, 30 x sky130_fd_sc_hd__o21ai_0",
  "p_clk_share_pct": 35.8,
  "finalMaxSlewViolations": 0,
  "rows": 33,
  "crit_path_start": "baud_rate[9]",
  "grt_pass1_vias": 2288,
  "synth-seq-area-share_pct": 49.0,
  "p_comb_share_pct": 18.7,
  "clock-sinks": 65,
  "p_leak_uw": 0.00159,
  "slew_headroom_pct": 44.6,
  "drv_cap": 0,
  "timing.final.hold_violations": 0,
  "number_of_design_rule_violations_left_after_detail_routing": 0,
  "clockRootBuffer": "sky130_fd_sc_hd__clkbuf_8",
  "crit_path_end_kind": "flop",
  "post_route_cells_drive_above_1_share_pct": 11.9,
  "placement.io_buffers": 39,
  "yosysWarningCount": 2,
  "ys_area_um2": 3360,
  "startpoint_type": "input port"
}
[metal layers]
| metal | vias up | part of all wire [%] | global-route usage (%) | wire length [µm] |
|---|---|---|---|---|
| met5 | - | 0 | 0 | 0 |
| met4 | 0 | 1.1 | 2.44 | 76 |
| met3 | 9 | 5.4 | 3.37 | 361 |
| met2 | 59 | 45 | 25.6 | 3010 |
| met1 | 1112 | 48 | 26.2 | 3210 |
| li1 | 1238 | - | - | - |
[worst min-delay path by stage]
stage	end	slack, ns	depth (start not counted)
final	iRX.double_flop2	0.36	0
after CTS	iRX.double_flop2	0.36	0
after global routing	iRX.double_flop2	0.37	0
[stage by stage]
step                      cells  hold slack, ns  utilization [%]  cell area, µm²  power (µW)
after global placement      466           0.347             46.5            3800         963
final                       482           0.359             50.1            4090        1500
after global routing        482           0.365             50.1            4090        1580
after floorplan             336           0.345                -            3360         884
after detailed placement    466           0.350             46.5            3800         970
after CTS                   482           0.360             50.1            4090        1510
[layout by cell type (no fill, tap or decap), types with 2 or more instances in the layout]
master	count
sky130_fd_sc_hd__o21a_1	3
sky130_fd_sc_hd__mux2i_1	14
sky130_fd_sc_hd__nand2_1	34
sky130_fd_sc_hd__dfstp_2	12
sky130_fd_sc_hd__ha_1	7
sky130_fd_sc_hd__a21oi_1	7
sky130_fd_sc_hd__nand2b_1	3
sky130_fd_sc_hd__o21ai_0	30
sky130_fd_sc_hd__nand4_1	4
sky130_fd_sc_hd__buf_4	4
sky130_fd_sc_hd__nand4b_1	3
sky130_fd_sc_hd__dfrtp_1	4
sky130_fd_sc_hd__nor3_2	3
sky130_fd_sc_hd__clkdlybuf4s50_1	39
sky130_fd_sc_hd__and4_1	3
sky130_fd_sc_hd__xor2_1	29
sky130_fd_sc_hd__dfxtp_1	24
sky130_fd_sc_hd__or2_2	4
sky130_fd_sc_hd__xnor2_1	15
sky130_fd_sc_hd__clkbuf_8	9
sky130_fd_sc_hd__nor2_1	39
sky130_fd_sc_hd__inv_1	9
sky130_fd_sc_hd__nand3_1	8
sky130_fd_sc_hd__a211oi_1	2
sky130_fd_sc_hd__or3_1	4
sky130_fd_sc_hd__nor3_1	5
sky130_fd_sc_hd__nor2b_1	4
sky130_fd_sc_hd__bufinv_16	5
sky130_fd_sc_hd__nor4_1	7
sky130_fd_sc_hd__edfxtp_1	25
[critical path, stage by stage]
cell	delay (ns)
sky130_fd_sc_hd__clkdlybuf4s50_1	0.51
sky130_fd_sc_hd__xor2_1	0.18
sky130_fd_sc_hd__nor4_1	0.35
sky130_fd_sc_hd__nand4_1	0.14
sky130_fd_sc_hd__buf_4	0.23
sky130_fd_sc_hd__nand2_1	0.44
sky130_fd_sc_hd__nor2_1	0.11
[power by group through the flow]
stage | Clock [µW] | Sequential [µW] | Combinational [µW]
CTS | 548 | 682 | 282
global route | 567 | 698 | 317
finish | 537 | 682 | 280
[cell type report]
class	instances	area, µm²	area share (%)
multi-input combinational	244	1570	38.4
inverter	9	33.8	0.825
tap	105	131	3.21
clock buffer	9	124	3.03
timing repair buffer	43	420	10.3
clock inverter	7	166	4.06
sequential	65	1650	40.2
[cell families after synthesis]
family,share of synthesized area (%)
AND-OR/OR-AND,8.52
adder cells (fa/ha/maj),2.61
buffers and inverters,4.43
flip-flops,49.0
multiplexers,4.50
XOR/XNOR,11.5
AND/OR/NAND/NOR,19.5
Power figures rest on the tool's default switching activity, not on a simulated workload.
